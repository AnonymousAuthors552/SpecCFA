--- flow/constraint.sdc ---
current_design acfa_memory

set clk_period 14.9
set clk_io_pct 0.2

create_clock -name clk0 -period $clk_period [get_ports {mclk}]

set non_clock_inputs [all_inputs -no_clocks]
set_input_delay [expr $clk_period * $clk_io_pct] -clock clk0 $non_clock_inputs
set_output_delay [expr $clk_period * $clk_io_pct] -clock clk0 [all_outputs]
--- flow/run.sh ---
#!/bin/bash
# OpenROAD 26Q1-2900-gdf79404cd8, Yosys 0.63+post, stock flow scripts
make -C /OpenROAD-flow-scripts/flow DESIGN_CONFIG=/design/flow/config.mk WORK_HOME=/design/flow/orfs finish
--- flow/config.mk ---
export PLATFORM = sky130hd
export DESIGN_NAME = acfa_memory
export DESIGN_NICKNAME = acfa_memory
export VERILOG_FILES = /design/flow/design.v
export SDC_FILE = /design/flow/constraint.sdc
export NUM_CORES = 4
export LEC_CHECK = 1
export CORE_UTILIZATION = 40
--- flow/design.v ---
module  acfa_memory (
    per_dout,                        
    ER_min,                           
    ER_max,                           
    mclk,                            
    per_addr,                        
    per_din,                         
    per_en,                          
    per_we,                          
    cflow_logs_ptr_din,              
    puc_rst                          
);
output      [15:0] per_dout;         
output      [15:0] ER_min;                           
output      [15:0] ER_max;                           
input              mclk;             
input       [13:0] per_addr;         
input       [15:0] per_din;          
input              per_en;           
input        [1:0] per_we;           
input              puc_rst;          
input       [15:0] cflow_logs_ptr_din;   
parameter       [14:0] METADATA_BASE_ADDR = CHAL_BASE_ADDR+CHAL_SIZE;     
parameter       [13:0] METADATA_PER_ADDR = METADATA_BASE_ADDR[14:1];                 
parameter              METADATA_SIZE = 6; 
parameter              DEC_WD      =  3;                  
parameter [DEC_WD-1:0] ERMIN      =  'h0,              
                       ERMAX      =  'h1,              
                       CLOGP      =  'h2;              
parameter              DEC_SZ      =  (1 << DEC_WD);        
parameter [DEC_SZ-1:0] BASE_REG   =  {{DEC_SZ-1{1'b0}}, 1'b1};
parameter [DEC_SZ-1:0] ERMIN_D  = (BASE_REG << ERMIN),  
                       ERMAX_D  = (BASE_REG << ERMAX),
                       CLOGP_D  = (BASE_REG << CLOGP);
wire              reg_sel      =  per_en & (per_addr[13:DEC_WD-1]==METADATA_BASE_ADDR[14:DEC_WD]);
wire [DEC_WD-1:0] reg_addr     =  {1'b0, per_addr[DEC_WD-2:0]};
wire [DEC_SZ-1:0] reg_dec      = (ERMIN_D  &  {DEC_SZ{(reg_addr==ERMIN)}}) |
                                 (ERMAX_D  &  {DEC_SZ{(reg_addr==ERMAX)}}) |
                                 (CLOGP_D  &  {DEC_SZ{(reg_addr==CLOGP)}});
wire              reg_write =  |per_we & reg_sel;
wire              reg_read  = ~|per_we & reg_sel;
wire [DEC_SZ-1:0] reg_wr    = reg_dec & {512{reg_write}};
wire [DEC_SZ-1:0] reg_rd    = reg_dec & {512{reg_read}};
reg  [15:0] ermin;
wire        ermin_wr  = reg_wr[ERMIN];
wire [15:0] ermin_nxt = per_din;
always @ (posedge mclk or posedge puc_rst)
  if (puc_rst)        ermin <=  16'h0;
  else if (ermin_wr)  ermin <=  ermin_nxt; 
reg  [15:0] ermax;
wire       ermax_wr  = reg_wr[ERMAX];
wire [15:0] ermax_nxt = per_din;
always @ (posedge mclk or posedge puc_rst)
if (puc_rst)        ermax <=  16'h0;
else if (ermax_wr) ermax <=  ermax_nxt;
reg   [15:0] cflow_logs_ptr; 
always @ (posedge mclk or posedge puc_rst)
if (puc_rst)        cflow_logs_ptr <=  16'h0;
else                cflow_logs_ptr <=  cflow_logs_ptr_din;
parameter       [14:0] BASE_ADDR   = 15'h0180; 
parameter              CHAL_SIZE  =  32;             
parameter              CHAL_ADDR_MSB   = 3;          
parameter       [14:0] CHAL_BASE_ADDR = BASE_ADDR;               
parameter       [13:0] CHAL_PER_ADDR  = CHAL_BASE_ADDR[14:1];   
wire   [CHAL_ADDR_MSB:0] chal_addr_reg = per_addr-CHAL_PER_ADDR; 
wire                     chal_cen      = per_en & per_addr >= CHAL_PER_ADDR & per_addr < CHAL_PER_ADDR+(CHAL_SIZE*8/16);
wire    [15:0]           chal_dout;
wire    [1:0]            chal_wen      = per_we & {2{per_en}};
chalmem #(CHAL_ADDR_MSB, CHAL_SIZE)
challenges (  
    .ram_dout    (chal_dout),            
    .ram_addr    (chal_addr_reg),        
    .ram_cen     (~chal_cen),            
    .ram_clk     (mclk),                 
    .ram_din     (per_din),              
    .ram_wen     (~chal_wen)             
);
wire [15:0]           chal_rd = chal_dout & {16{chal_cen & ~|per_we}};
initial begin
    ermin <= 16'haa11; 
    ermax <= 16'habcd;
    cflow_logs_ptr <= 16'h0000;
end
wire [15:0] ermin_rd     = ermin             & {16{reg_rd[ERMIN]}};
wire [15:0] ermax_rd     = ermax             & {16{reg_rd[ERMAX]}};
wire [15:0] cflow_logs_ptr_rd     = cflow_logs_ptr & {16{reg_rd[CLOGP]}};
wire [15:0] per_dout  =  ermin_rd  |
                         ermax_rd  |
                         cflow_logs_ptr_rd |
                         chal_rd;
wire [15:0] ER_min = ermin;
wire [15:0] ER_max = ermax;
endmodule 
module chalmem (
    ram_dout,                       
    ram_addr,                       
    ram_cen,                        
    ram_clk,                        
    ram_din,                        
    ram_wen                         
);
parameter ADDR_MSB   =  6;          
parameter MEM_SIZE   =  256;        
output      [15:0] ram_dout;        
input [ADDR_MSB:0] ram_addr;        
input              ram_cen;         
input              ram_clk;         
input       [15:0] ram_din;         
input        [1:0] ram_wen;         
(* ram_style = "block" *) reg         [15:0] mem [0:(MEM_SIZE/2)-1]; 
reg         [ADDR_MSB:0] ram_addr_reg;
wire        [15:0] mem_val = mem[ram_addr];  
integer i;
initial 
    begin
        for(i=0; i<MEM_SIZE; i=i+1)
        begin
            mem[i] <= 0;
        end
        ram_addr_reg <= 0;
    end
always @(posedge ram_clk)
    begin
        ram_addr_reg <= ram_addr;
        if (~ram_cen & ram_addr<(MEM_SIZE/2))
        begin
            if      (ram_wen==2'b00) mem[ram_addr]        <= ram_din;
            else if (ram_wen==2'b01) mem[ram_addr][15:8]  <= ram_din[15:8];  
            else if (ram_wen==2'b10) mem[ram_addr][7:0]   <= ram_din[7:0];  
        end
    end
assign ram_dout = mem[ram_addr_reg];
endmodule  
==> run summary <==
Implementation results

The script extracted a net switching power of 0.0003522 W. In this run the core area contains 63 standard-cell rows. The number of antenna repair diodes is 0.

The via count of the first global-routing pass was 6923. Per the CTS log, the root buffer master is clkbuf_16. The post-synthesis cell area is 0.01231 mm².

The layout filler cell count is 2334. The largest register by flop count is challenges.mem. The post-CTS setup buffer count is 0. Ranking logic cells in the layout by count gives the top entries 256 x edfxtp_1, 98 x clkdlybuf4s50_1, 64 x mux4_2. The worst max-slew margin expressed relative to the limit is 0.3314. The effective utilization at floorplan is 0.4109. The post-cts hold buffer count is 0. The kind of end point of the critical path is an output port. The power per cell area is 121.4 mW/mm².

The worst setup slack after placement is 6.112 ns. The class of the worst hold path is reg -> reg. Of the total power, the share spent switching nets is 0.1942. The later pin in the worst-skew pair is clocked with a latency of 0.54 ns.

Of the total power, combinational logic draws 0.043. The post-synthesis instance total is 622. The flow ran to the end, and the final reports show no timing, DRC or antenna violations. The yosys synthesis chip area is 0.01231 mm².

Looking at the cell usage after synthesis, the top flip-flop cell is edfxtp_1. The number of hold violations in the final report is 0. Entering global routing, the biggest net connects 49 pins. The clock net sink count is 308.

The critical path class is in -> out. The register with the most flip-flops in the layout has 256 of them. The synthesized design contains 256 enable-type register cells. The total grt overflow is 0. Compared with the post-synthesis result, the final layout area differs by 21.39%. The number of vias after detailed routing is 6313. The sum of negative setup slack is 0 ns.

The longest clock path from root to sink contains 3 buffers. The H-tree depth is 1. The number of buffers created by CTS is 31. The core region is 0.02995 mm². From the final report, the count of setup violators was given as 0.

The worst ir drop on vdd is 0.07987 mV. The static leakage power is 5.054 nW. The transition time of the tightest slew-check pin is 0.9992 ns.

The fraction of layout cells with a size suffix above 1 is 0.2613. Per the timing report, the biggest fanout along the worst path comes to 16. The data required time reported for the critical path is 11.92 ns.

The number of routed nets with antenna violations is 0. Of the total power, registers draw 0.519. After synthesis, the mean cell area works out to 19.79 µm².

The final timing summary puts the cycle share of the worst path at 0.5891. According to the floorplan report, the die height is 177.4 µm. The total routed wirelength is 27250 µm.

The number of I/O port buffers is 98. The final clock skew is 0 ns. The TritonCTS clock tree is done. The final-report max-slew violation count is 0. The cell total in the yosys stat output is 622. The post-detailed-route DRC marker count is 0. The routed length per instance is 23.43 µm. The post-route minimum period is 8.777 ns. The internal portion of the total power is 0.001462 W. The number of maximum-capacitance violations is 0. The first global-routing pass estimated 41330 µm of wire.

Before antenna repair, the detailed router went through 5 iterations. Leaving out fill and tap cells, the most frequent cell in the layout is edfxtp_1. Setup repair after global routing left no endpoint under its margin. The per-cell via count in the routed design is 5.428. The die width is 177.4 µm.

Clock-pin slew was measured on the worst setup and hold paths at 0.06 ns. The estimated wirelength of the detail-placed design is 17420 µm. Summed over all routing layers, the global router reports a total usage of 0.1964.

The number of antenna violations at the first check in global routing is 1. The worst setup margin is 6.123 ns. For this block, the initial DRC count from the detailed router was 418. The number of distinct standard cells referenced by the synthesized netlist is 33.

The area of the chip is 0.03147 mm². STA classifies the critical path startpoint as a primary input. The global placement routability congestion is 0.8479. The count of cells resized by post-cts repair is 0. OpenROAD emitted warnings numbering 25. Data on the critical path arrives at its endpoint at 5.80 ns. The proportion of synthesized flip-flops having asynchronous set or reset is 0.1558.

Static timing analysis puts the maximum clock frequency at 113.9 MHz. The power report attributes to the clock group a share of 0.438. The post-synth register bit count is 308. For this run, the register share of the synthesized area comes to 0.7288. The number of placed I/O pins is 99. For this run, the number of Yosys warnings is 2.
## worst paths after layout
check                                     to  slack (ns)  cells past startpoint   startpoint
hold reg to reg                     ermax[6]        0.52                      1     ermax[6]
hold / removal                      ermax[6]        0.52                      1     ermax[6]
max in group asynchronous  cflow_logs_ptr[4]       11.30                      3      puc_rst
setup / recovery                per_dout[13]        6.12                      7  per_addr[3]
min in group asynchronous  cflow_logs_ptr[8]        2.81                      2      puc_rst
setup reg to reg                    ermin[3]       14.05                      1     ermin[3]
## cell usage after synthesis, drive strengths merged, types with 2 or more instances
cell type,n,area share
mux2,63,0.058
dfxtp,4,0.0065
nand3b,2,0.0012
nor4,4,0.0043
nand2b,6,0.0031
nor3,5,0.0029
clkbuf,17,0.0052
dfrtp,48,0.098
nand2,5,0.0015
nand4b,17,0.012
mux4,64,0.12
mux2i,18,0.015
buf,24,0.011
nand4,16,0.0081
edfxtp,256,0.62
o2111ai,15,0.011
nor2,32,0.0098
nand3,18,0.0073
## per-layer routing
layer / vias up / global-route usage / part of all wire
met4: 2 / 0.02778 / 0.016
li1: 2811 / - / -
met5: - / 0 / 0.00062
met3: 35 / 0.1257 / 0.15
met1: 3130 / 0.2707 / 0.37
met2: 335 / 0.2868 / 0.47
## cells by family after synthesis
group                  after synthesis  share of synthesized area
and+or+nand+nor                    111                    0.05419
DFF                                308                     0.7288
AOI/OAI and AO/OA                   16                    0.01139
buffers and inverters               42                    0.01627
muxes                              145                     0.1894
## power groups by stage
stage         Sequential (W)  Combinational, W  Clock [W]
CTS                 0.000941         0.0000790   0.000812
global route        0.000941         0.0000850   0.000844
finish              0.000941         0.0000779   0.000795
## critical path, cell delays in order
cell and delay (ns):
clkdlybuf4s50_1 0.66, or3b_2 0.63, nor4_1 0.40, nand3b_1 0.11, buf_4 0.24, o2111ai_1 0.26, clkdlybuf4s50_1 0.52
## stage by stage
stage / instances / hold WS (ns) / area [µm²] / power, W / util
finish: 1163 / 0.5209 / 14940 / 0.001814 / 0.4987
global route: 1163 / 0.5371 / 14940 / 0.001871 / 0.4987
CTS: 1163 / 0.5240 / 14940 / 0.001833 / 0.4987
detailed placement: 1106 / 0.5097 / 13870 / 0.001037 / 0.4632
global placement: 1106 / 0.5030 / 13870 / 0.001036 / 0.4632
floorplan: 622 / 0.4574 / 12310 / 0.0009981 / -
## cell type report
cell class	count	area [µm²]	share of cell area
repair buffers	135	1259	0.08425
multi-input cells	272	3149	0.2108
flip-flops and latches	308	8974	0.6007
clock inverters	14	205.2	0.01374
clock buffers	43	860.8	0.05762
well taps	390	488.0	0.03266
inverters	1	3.754	0.0002513
Power and IR drop assume default switching activity.
